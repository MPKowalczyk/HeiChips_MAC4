### flow/run.sh
#!/bin/bash
# OpenROAD 26Q1-2900-gdf79404cd8, Yosys 0.63+post, stock flow scripts
make -C /OpenROAD-flow-scripts/flow DESIGN_CONFIG=/design/flow/config.mk WORK_HOME=/design/flow/orfs finish
### flow/config.mk
export PLATFORM = sky130hd
export DESIGN_NAME = accumulator
export DESIGN_NICKNAME = accumulator
export VERILOG_FILES = /design/flow/design.v
export SDC_FILE = /design/flow/constraint.sdc
export NUM_CORES = 4
export LEC_CHECK = 1
export CORE_UTILIZATION = 50
### flow/constraint.sdc
current_design accumulator

set clk_period 13.4
set clk_io_pct 0.2

create_clock -name clk0 -period $clk_period [get_ports {clk}]

set non_clock_inputs [all_inputs -no_clocks]
set_input_delay [expr $clk_period * $clk_io_pct] -clock clk0 $non_clock_inputs
set_output_delay [expr $clk_period * $clk_io_pct] -clock clk0 [all_outputs]
### flow/design.v
module accumulator #(
    parameter int BIT_WIDTH = 32   
) (
    input  logic        clk,
    input  logic        start,           
    input  logic [3:0]  data_in,         
    output logic [3:0]  data_out,        
    output logic        data_out_valid,   
    output logic        result_complete,  
    output logic        ready            
);
    localparam int NIBBLES_PER_INPUT = BIT_WIDTH / 4;   
    localparam int OUTPUT_WIDTH = BIT_WIDTH;        
    localparam int OUTPUT_NIBBLES = OUTPUT_WIDTH / 4;   
    localparam int MAX_NIBBLES = (NIBBLES_PER_INPUT > OUTPUT_NIBBLES) ? NIBBLES_PER_INPUT : OUTPUT_NIBBLES;
    localparam int NIBBLE_COUNTER_WIDTH = $clog2(MAX_NIBBLES);  
    typedef enum logic [2:0] {
        IDLE         = 3'b000,
        RECV_DATA    = 3'b001,
        SEND_RESULT  = 3'b010,
        DONE         = 3'b011
    } state_t;
    state_t current_state = IDLE;
    state_t next_state = IDLE;
    logic [OUTPUT_WIDTH-1:0] accumulator = 'd0;                        
    logic [NIBBLE_COUNTER_WIDTH-1:0] nibble_counter = 'd0;             
    always_ff @(posedge clk) begin
        current_state <= next_state;
    end
    always_comb begin
        next_state = current_state;
        case (current_state)
            IDLE: begin
                if (start) begin
                    next_state = RECV_DATA;
                end
            end
            RECV_DATA: begin
                if (nibble_counter == NIBBLES_PER_INPUT - 1) begin
                    if (start) begin
                        next_state = SEND_RESULT;   
                    end else begin
                        next_state = RECV_DATA;     
                    end
                end
            end
            SEND_RESULT: begin
                if (nibble_counter == OUTPUT_NIBBLES - 1) begin   
                    next_state = DONE;
                end
            end
            DONE: begin
                if (start) begin
                    next_state = RECV_DATA;
                end else begin
                    next_state = IDLE;
                end
            end
        endcase
    end
    always_ff @(posedge clk) begin
        case (current_state)
            IDLE: begin
                nibble_counter <= '0;
                if (start) begin
                    accumulator <= {{(OUTPUT_WIDTH-4){1'b0}}, data_in};   
                    nibble_counter <= 1'b1;   
                end
            end
            RECV_DATA: begin
                accumulator <= accumulator + ({{(OUTPUT_WIDTH-4){1'b0}}, data_in} << (nibble_counter * 4));
                nibble_counter <= nibble_counter + 1'b1;
                if (nibble_counter == NIBBLES_PER_INPUT - 1) begin
                    nibble_counter <= '0;   
                end
            end
            SEND_RESULT: begin
                nibble_counter <= nibble_counter + 1'b1;
                if (nibble_counter == OUTPUT_NIBBLES - 1) begin
                    nibble_counter <= '0;
                end
            end
            DONE: begin
                if (start) begin
                    accumulator <= {{(OUTPUT_WIDTH-4){1'b0}}, data_in};   
                    nibble_counter <= 1'b1;
                end else begin
                    accumulator <= '0;
                end
            end
            default: begin
                nibble_counter <= '0;
            end
        endcase
    end
    always_ff @(posedge clk) begin
        case (current_state)
            IDLE: begin
                ready <= 1'b1;
                data_out_valid <= 1'b0;
                result_complete <= 1'b0;
                data_out <= 4'h0;
            end
            RECV_DATA: begin
                ready <= 1'b0;
                data_out_valid <= 1'b0;
                result_complete <= 1'b0;
                data_out <= 4'h0;
            end
            SEND_RESULT: begin
                ready <= 1'b0;
                result_complete <= 1'b0;
                data_out_valid <= 1'b1;
                data_out <= accumulator[nibble_counter * 4 +: 4];
            end
            DONE: begin
                ready <= 1'b1;
                result_complete <= 1'b1;
                data_out_valid <= 1'b0;
                data_out <= 4'h0;
            end
        endcase
    end
endmodule
==> impl_metrics.env <==
# source this file to load flow results
export IMPL_warning_count=29
export IMPL_routabilityCongestion=1.02
export IMPL_drtIter0Drc=196
export IMPL_core_um2=7690
export IMPL_path_class="primary input to flip-flop"
export IMPL_place_ws_ns=7.55
export IMPL_nFillCells=710
export IMPL_dieArea_um2=8290
export IMPL_power_density_nw_per_um2=136
export IMPL_hold_depth=1
export IMPL_netlist_instances=436
export IMPL_wl_per_cell_um=18.2
export IMPL_worstMarginPinSlew_ns=0.768
export IMPL_hold_buffers=0
export IMPL_synth_cell_types=58
export IMPL_hp_start="current_state[0]"
export IMPL_final_cell_mix="68 x nor2_1, 44 x edfxtp_1, 41 x a21oi_1, 38 x ha_1, 37 x nand2_1"
export IMPL_clk_latency_ns=0.31
export IMPL_hold_path_class="flip-flop to flip-flop"
export IMPL_layout_drive_gt1_share_pct=7.90
export IMPL_syn_area_um2=3970
export IMPL_ys_flop_type="edfxtp_1"
export IMPL_ant_nets=0
export IMPL_drc=0
export IMPL_finalSetupTns_ns=0
export IMPL_critPathMaxFanout=4
export IMPL_num_antenna_cells=0
export IMPL_avgViaCountPerCell=5.95
export IMPL_grt_overflow=0
export IMPL_startpoint="data_in[0]"
export IMPL_power_mw=0.581
export IMPL_htreeDepth=2
export IMPL_status="completed"
export IMPL_worst_setup_path_start_kind="primary input"
export IMPL_drt_total_wl_um=9930
export IMPL_fin_util_pct=55.6
export IMPL_regArea_um2=1320
export IMPL_async_flop_share_pct=0
export IMPL_root_buffer="clkbuf_8"
export IMPL_crit_arrival_ns=5.74
export IMPL_clockBufferDepth=2
export IMPL_yosysWarnings=1
export IMPL_drv_cap=0
export IMPL_synth_chip_area_um2=3970
export IMPL_ios=13
export IMPL_ys_cells=436
export IMPL_numPortBuffers=12
export IMPL_grt_max_degree=33
export IMPL_p_leak_nw=1.67
export IMPL_vias=3245
export IMPL_first_global_vias=3162
export IMPL_post_cts_buffers=0
export IMPL_max_freq_mhz=179
export IMPL_rrSetupSlack_ns=9.59
export IMPL_synth_flops=44
export IMPL_r2r_end="accumulator[22]"
export IMPL_edf_count=44
export IMPL_first_pass_iters=6
export IMPL_r2r_cells=12
export IMPL_cts_sinks=44
export IMPL_setup_ws_ns=7.82
export IMPL_comb_area_um2=2520
export IMPL_lay_top_count="nor2_1"
export IMPL_clkTransAtPathRegs_ns=0.09
export IMPL_fin_skew_ns=0.00708
export IMPL_grt_pass1_wl_um=16300
export IMPL_fin_area_um2=4270
export IMPL_synth_avg_cell_area_um2=9.09
export IMPL_syn2layout_area_growth_pct=7.73
export IMPL_period_used_pct=41.6
export IMPL_die_h_um=91.1
export IMPL_ys_seq_share_pct=33.3
export IMPL_die_x_um=91.1
export IMPL_worstSetupEndpointType="flip-flop"
export IMPL_irDropWorstVdd_uv=63.9
export IMPL_dpl_cell_area_um2=4160
export IMPL_grt_setup_unrepaired="false"
export IMPL_max_slew_margin_pct=48.8
export IMPL_setup_viol=0
export IMPL_cts_made_buffers=5
export IMPL_cts_tree="done"
export IMPL_floorplan_core_util_pct=51.6
export IMPL_timing_rr_start="nibble_counter[0]"
export IMPL_worst_ep_required_time_ns=13.56
export IMPL_rows=32
export IMPL_antenna_found_initial=0
export IMPL_drv_slew=0
export IMPL_hold_viol=0
export IMPL_hpwl_um=7650
export IMPL_grt_usage_pct=26.5
export IMPL_cts_resized=0
export IMPL_period_minus_slack_ns=5.58
[power by group]
group | switching, mW | internal [mW]
Clock | 0.0512 | 0.0553
Sequential | 0.0330 | 0.186
Combinational | 0.152 | 0.105
[worst max path at each step]
stage / to / slack [ns] / cells after the start
4_1_cts: accumulator[22] / 7.86 / 13
5_1_grt: accumulator[22] / 7.67 / 13
6_report: accumulator[22] / 7.82 / 13
[flip-flops by register name, summed over array words and instances (netlist names), named ones only]
name,cells
ready,1
current_state,1
data_out,4
data_out_valid,1
result_complete,1
accumulator,32
nibble_counter,3
[Yosys cell counts, types with 2 or more instances]
master	count	area [um2]
nor2_1	69	259
edfxtp_1	44	1320
a21oi_1	41	205
ha_1	38	475
nand2_1	37	139
o21ai_0	22	110
nand2b_1	17	106
inv_1	15	56.3
xor2_1	15	131
clkbuf_1	13	48.8
mux2i_1	9	90.1
mux4_2	8	180
nor2b_1	8	50.1
xnor2_1	8	70.1
nand3_1	7	35.0
nand4_1	6	37.5
o211ai_1	6	45.0
a21o_1	5	37.5
a31oi_1	5	31.3
buf_2	5	25.0
nor3_1	5	25.0
and2_1	4	25.0
and3_1	4	25.0
o21a_1	4	30.0
o21ai_1	3	15.0
a211oi_2	2	25.0
buf_4	2	15.0
o211ai_2	2	25.0
o31ai_1	2	15.0
or2_2	2	12.5
[routing by layer]
metal | part of all wire [%] | global-route usage (%)
met5 | 0 | 0
met4 | 1.8 | 3.97
met3 | 6.5 | 4.59
met2 | 44 | 39.0
met1 | 48 | 44.2
[logic make-up after synthesis]
kind of cell             after synthesis  synth area share, %
XOR/XNOR                              23                 5.08
buffers and inverters                 35                 3.66
other                                  1               0.0946
AND/OR/NAND/NOR                      166                 19.7
adder cells (fa/ha/maj)               39                 12.5
flip-flops                            44                 33.3
multiplexers                          17                 6.82
AND-OR/OR-AND                        111                 18.8
[critical path: stages]
cell and delay (ns):
clkdlybuf4s50_1 0.52, nand2b_1 0.13, nor2_1 0.11, ha_1 0.21, inv_1 0.07, fa_1 0.37
nand2b_1 0.20, a21oi_2 0.20, o211ai_1 0.16, a311oi_1 0.57, nor2_1 0.13, o21ai_1 0.19
mux2i_1 0.19
[per-stage QoR]
| stage | hold WS [ns] | std cells |
|---|---|---|
| after floorplan | 0.643 | 441 |
| final | 0.709 | 545 |
| after CTS | 0.715 | 545 |
| after global placement | 0.673 | 537 |
| after detailed placement | 0.690 | 537 |
| after global routing | 0.749 | 545 |
[final cells by class]
type	instances	area share (%)
multi-input combinational	362	59.0
tap	102	2.99
inverter	15	1.32
sequential	44	30.9
clock buffer	5	1.61
clock inverter	3	0.996
timing repair buffer	14	3.16
