<file path="flow/config.mk">
export PLATFORM = sky130hd
export DESIGN_NAME = mul_radix2
export DESIGN_NICKNAME = mul_radix2
export VERILOG_FILES = /design/flow/design.v
export SDC_FILE = /design/flow/constraint.sdc
export NUM_CORES = 4
export LEC_CHECK = 1
export CORE_UTILIZATION = 40
</file>
<file path="flow/constraint.sdc">
current_design mul_radix2

set clk_period 19.2
set clk_io_pct 0.2

create_clock -name clk0 -period $clk_period [get_ports {clk}]

set non_clock_inputs [all_inputs -no_clocks]
set_input_delay [expr $clk_period * $clk_io_pct] -clock clk0 $non_clock_inputs
set_output_delay [expr $clk_period * $clk_io_pct] -clock clk0 [all_outputs]
</file>
<file path="flow/design.v">
module mul_radix2 #(
    parameter int BIT_WIDTH = 32   
) (
    input  logic        clk,
    input  logic        start,           
    input  logic [3:0]  data_in,         
    output logic [3:0]  data_out,        
    output logic        data_out_valid,   
    output logic        result_complete,  
    output logic        ready            
);
    localparam int NIBBLES_PER_INPUT = BIT_WIDTH / 4;   
    localparam int OUTPUT_WIDTH = BIT_WIDTH;        
    localparam int OUTPUT_NIBBLES = OUTPUT_WIDTH / 4;   
    localparam int NIBBLE_COUNTER_WIDTH = $clog2(NIBBLES_PER_INPUT);  
    localparam int BIT_COUNTER_WIDTH = $clog2(BIT_WIDTH);        
    typedef enum logic [1:0] {
        IDLE         = 2'b00,
        RECV_A       = 2'b01,
        RECV_B_MUL   = 2'b10,   
        DONE         = 2'b11    
    } state_t;
    state_t current_state = IDLE;
    state_t next_state = IDLE;
    logic [OUTPUT_WIDTH-1:0] product;                            
    logic [BIT_COUNTER_WIDTH-1:0] bit_counter;                   
    logic [NIBBLE_COUNTER_WIDTH-1:0] nibble_counter = '0;             
    logic [BIT_WIDTH-1:0] recv_shift_reg = '0;   
    always_ff @(posedge clk) begin
        current_state <= next_state;
    end
    always_comb begin
        next_state = current_state;
        case (current_state)
            IDLE: begin
                if (start) begin
                    next_state = RECV_A;
                end
            end
            RECV_A: begin
                if (nibble_counter == NIBBLES_PER_INPUT - 1) begin   
                    next_state = RECV_B_MUL;
                end
            end
            RECV_B_MUL: begin
                if (nibble_counter == NIBBLES_PER_INPUT - 1) begin   
                    next_state = DONE;
                end
            end
            DONE: begin
                next_state = IDLE;
            end
        endcase
    end
    always_ff @(posedge clk) begin
        case (current_state)
            IDLE: begin
                if (start) begin
                    recv_shift_reg <= {data_in, recv_shift_reg[BIT_WIDTH-1:4]};
                    nibble_counter <= 1'b1;  
                end
                else begin
                    nibble_counter <= '0;
                    recv_shift_reg <= '0;
                end
            end
            RECV_A: begin
                recv_shift_reg <= {data_in, recv_shift_reg[BIT_WIDTH-1:4]};
                nibble_counter <= nibble_counter + 1'b1;
                if (nibble_counter == NIBBLES_PER_INPUT - 1) begin
                    nibble_counter <= '0;
                end
            end
            RECV_B_MUL: begin
                nibble_counter <= nibble_counter + 1'b1;
                if (nibble_counter == NIBBLES_PER_INPUT - 1) begin
                    nibble_counter <= '0;
                end
            end
            default: begin
                nibble_counter <= '0;
            end
        endcase
    end
    always_ff @(posedge clk) begin
        case (current_state)
            RECV_B_MUL: begin
                product <= product + 
                            (data_in[0] ? ({{(OUTPUT_WIDTH-BIT_WIDTH){1'b0}}, recv_shift_reg} << (bit_counter + 0)) : '0) +
                            (data_in[1] ? ({{(OUTPUT_WIDTH-BIT_WIDTH){1'b0}}, recv_shift_reg} << (bit_counter + 1)) : '0) +
                            (data_in[2] ? ({{(OUTPUT_WIDTH-BIT_WIDTH){1'b0}}, recv_shift_reg} << (bit_counter + 2)) : '0) +
                            (data_in[3] ? ({{(OUTPUT_WIDTH-BIT_WIDTH){1'b0}}, recv_shift_reg} << (bit_counter + 3)) : '0);
                bit_counter <= bit_counter + 4;  
            end
            default: begin
                product <= '0;
                bit_counter <= '0;
            end
        endcase
    end
    always_ff @(posedge clk) begin
        case (current_state)
            IDLE: begin
                ready <= 1'b1;
                data_out_valid <= 1'b0;
                result_complete <= 1'b0;
                data_out <= 4'h0;
            end
            RECV_A: begin
                ready <= 1'b0;
                data_out_valid <= 1'b0;
                result_complete <= 1'b0;
            end
            RECV_B_MUL: begin
                ready <= 1'b0;
                result_complete <= 1'b0;
                if (nibble_counter > 0) begin
                    data_out_valid <= 1'b1;
                    data_out <= product[(nibble_counter - 1) * 4 +: 4];
                end else begin
                    data_out_valid <= 1'b0;
                    data_out <= 4'h0;
                end
            end
            DONE: begin
                ready <= 1'b0;
                result_complete <= 1'b1;
                data_out_valid <= 1'b1;   
                data_out <= product[(OUTPUT_NIBBLES - 1) * 4 +: 4];
            end
        endcase
    end
endmodule
</file>
<file path="flow/run.sh">
#!/bin/bash
# OpenROAD 26Q1-2900-gdf79404cd8, Yosys 0.63+post, stock flow scripts
make -C /OpenROAD-flow-scripts/flow DESIGN_CONFIG=/design/flow/config.mk WORK_HOME=/design/flow/orfs finish
</file>
==> results.txt <==
impl run done, here's what came out: initial antenna violation count 0, antenna-violating nets left 0, nature of the critical path endpoint flip-flop, Mapped Cells 896, vias per cell 4.97, GP Congestion 0.869, fill count 1926, Yosys warnings 1, Die Area 21200 um2, Unique cell types 64, CTS Hold Bufs 0, Chip Area, Yosys 8240 um2, Crit path largest cell delay 530 ps, diode count 0, post-synth top area cell fa_1, ys cells 896, GR Util All Layers 19.7%, DP Wirelength 14100 um, first-pass GRT wire length 31500 um, CP Class in2reg, Seq/Total Area, Yosys 23.8%, crit path buf inv count 3, critical-path cell list clkdlybuf4s50_1 -> buf_4 -> nand3_1 -> fa_1 -> inv_1 -> fa_1 -> fa_1 -> ha_1 -> fa_1 -> a21o_1 -> a221oi_2 -> a221o_1 -> o21ai_1 -> a21o_1 -> a21oi_1 -> nor4_1 -> or3_1, Max-area cell share 21.4%, CTS tree done, total CTS buffers 9, Hold WC Path Type reg2reg, clock skew 7.97 ps, # port buffers 12, grt total ovfl 0, number of enable flip-flop cells 38, Util after Layout 44.2%, MaxCap Viol Count 0, CP delay by family, top adder cells, layout cell share with drive strength beyond 1 7.56%, Worst-path clk slew 60 ps, slew margin rel. 43.9%, ys flops 79, RSZ-0062 raised after global routing false, PostCTS Resize Cnt 0, critical path's slowest cell fa_1, Max Slew Vio Count 0, WL/cell 15.7 um, most used cell along the critical path fa_1, M1 WL 8640 um, Insertion Delay late pin 350 ps, Die W 145 um, die height 145 um, Top Layer Used met4, I/O pin total 13, H-Tree Depth 3, Clock Tree Root clkbuf_16, DRT iter0 DRCs 372, cell area after technology mapping 8240 um2, synthesis-to-layout area growth 8.58%, status completed, fraction of registers with async set/reset 0%, fmax 0.117 GHz, Post-Syn Area per Cell 9.19 um2, post-route setup TNS 0 ps, period utilization 44.4%, drt pass-1 iters 4, Hold Fails Final Rpt 0, largest net degree at the start of global routing 51, clk buf depth 2, Slew @ Worst Pin 838 ps, Crit path required time 19430 ps, Hold Slack 590 ps, Synth top cells by count inv_1, nand2_1, fa_1, nor2_1, and2_1, critical path fanouts, max 34, core box area 20200 um2, Tool Warnings 32, vias in the first global route 5903, final wirelength 18300 um, Via Count 5811, metal3 WL 1130 um, Yosys top cell by instances inv_1, DRC 0, fin crit period 8530 ps, worst path arrival time 8760 ps, Rows 52, clk sink count 79, Setup crit start kind input pin, Finish-stage setup viols 0, fp_density 40.7%, WL met2 8260 um, top cells by area fa_1, edfxtp_1, dfxtp_1, inv_1, ha_1, Dominant Register Cell dfxtp_1, Post-CTS Setup Inserts 0
[cells in the final DEF (no fill, tap or decap), types with 12 or more instances in the layout]
cell             Yosys  layout
a21o_1              16      16
a21oi_1             30      30
and2_1              43      43
and3_1              12      12
clkdlybuf4s50_1      0      12
dfxtp_1             41      40
edfxtp_1            38      38
fa_1                88      88
ha_1                42      42
inv_1              166     166
mux2i_1             32      32
mux4_2              16      16
nand2_1             97      97
nor2_1              58      57
nor2b_1             42      42
o21ai_0             14      14
xnor2_1             15      15
[per-stage QoR]
| stage | cell area, um2 | worst slack, ps | instances |
|---|---|---|---|
| finish | 8940 | 10670 | 1170 |
| detailed placement | 8630 | 10320 | 1154 |
| global placement | 8630 | 10380 | 1154 |
| global route | 8940 | 10460 | 1170 |
| floorplan | 8240 | 11030 | 896 |
| CTS | 8940 | 10690 | 1170 |
[worst paths after layout]
kind,slack [ps],cells after the start,to,start
setup / recovery,10670,17,product[21],data_in[0]
hold / removal,590,1,recv_shift_reg[24],recv_shift_reg[28]
setup reg to reg,13420,18,product[21],bit_counter[4]
hold reg to reg,590,1,recv_shift_reg[24],recv_shift_reg[28]
[per-layer routing]
metal | global-route usage [%] | vias up
met5 | 0 | -
met4 | 2.68 | 0
met3 | 4.83 | 18
met2 | 29.5 | 122
met1 | 31.4 | 2800
li1 | - | 2871
[kinds of logic (layout without fill, tap and decap cells)]
kind of cell | count (synthesis) | count (layout) | synth area share (%)
buffers and inverters | 203 | 207 | 9.51
adders and majority gates | 130 | 130 | 27.8
xor gates and xnor gates | 27 | 27 | 3.05
AOI/OAI and AO/OA | 108 | 108 | 8.78
muxes | 53 | 53 | 8.99
DFF | 79 | 79 | 23.8
and+or+nand+nor | 296 | 296 | 18.1
[final cells by class]
cell class                      instances  area (um2)  share of cell area, %
Clock buffer                           10         229                   2.56
Clock inverter                          6        86.3                  0.965
Inverter                              168         631                   7.05
Multi-Input combinational cell        614        5490                   61.4
Sequential cell                        79        1960                   22.0
Tap cell                              270         338                   3.78
Timing Repair Buffer                   23         203                   2.27
[worst register-to-register path: cells and delay by family (launching register included)]
| family | cells | cell delay (ps) |
|---|---|---|
| fa+ha+maj | 5 | 2160 |
| simple gates | 5 | 1600 |
| compound gates | 6 | 1330 |
| flops | 1 | 300 |
| buf+inv | 2 | 280 |
