==> flow/design.v <==
module accumulator_sum #(
    parameter int BIT_WIDTH = 32   
) (
    input  logic        clk,
    input  logic        start,           
    input  logic        clear,           
    input  logic [3:0]  data_in_a,       
    input  logic [3:0]  data_in_b,       
    output logic [3:0]  data_out,        
    output logic        data_out_valid,   
    output logic        result_complete,  
    output logic        ready,           
    output logic        response         
);
    localparam int NIBBLES_PER_INPUT = BIT_WIDTH / 4;   
    localparam int OUTPUT_WIDTH = BIT_WIDTH + $clog2(BIT_WIDTH) + 1;   
    localparam int OUTPUT_NIBBLES = OUTPUT_WIDTH / 4;   
    localparam int MAX_NIBBLES = (NIBBLES_PER_INPUT > OUTPUT_NIBBLES) ? NIBBLES_PER_INPUT : OUTPUT_NIBBLES;
    localparam int NIBBLE_COUNTER_WIDTH = $clog2(MAX_NIBBLES);  
    typedef enum logic [2:0] {
        IDLE         = 3'b000,
        RECV_DATA    = 3'b001,
        SEND_RESULT  = 3'b010,
        DONE         = 3'b011
    } state_t;
    state_t current_state = IDLE;
    state_t next_state = IDLE;
    logic [OUTPUT_WIDTH-1:0] accumulator = 'd0;                        
    logic [NIBBLE_COUNTER_WIDTH-1:0] nibble_counter = 'd0;             
    always_ff @(posedge clk) begin
        current_state <= next_state;
    end
    always_comb begin
        next_state = current_state;
        case (current_state)
            IDLE: begin
                if (start) begin
                    if (clear) begin
                        next_state = SEND_RESULT;   
                    end else begin
                        next_state = RECV_DATA;     
                    end
                end
            end
            RECV_DATA: begin
                if (nibble_counter == NIBBLES_PER_INPUT - 1) begin
                    next_state = IDLE;   
                end
            end
            SEND_RESULT: begin
                if (nibble_counter == OUTPUT_NIBBLES - 1) begin   
                    next_state = DONE;
                end
            end
            DONE: begin
                next_state = IDLE;   
            end
        endcase
    end
    always_ff @(posedge clk) begin
        case (current_state)
            IDLE: begin
                nibble_counter <= '0;
                if (start) begin
                    if (clear) begin
                        nibble_counter <= '0;
                    end else begin
                        accumulator <= accumulator + 
                                     {{(OUTPUT_WIDTH-4){1'b0}}, data_in_a} + 
                                     {{(OUTPUT_WIDTH-4){1'b0}}, data_in_b};
                        nibble_counter <= 1'b1;   
                    end
                end
            end
            RECV_DATA: begin
                accumulator <= accumulator + 
                              ({{(OUTPUT_WIDTH-4){1'b0}}, data_in_a} << (nibble_counter * 4)) +
                              ({{(OUTPUT_WIDTH-4){1'b0}}, data_in_b} << (nibble_counter * 4));
                nibble_counter <= nibble_counter + 1'b1;
                if (nibble_counter == NIBBLES_PER_INPUT - 1) begin
                    nibble_counter <= '0;   
                end
            end
            SEND_RESULT: begin
                nibble_counter <= nibble_counter + 1'b1;
                if (nibble_counter == OUTPUT_NIBBLES - 1) begin
                    nibble_counter <= '0;
                end
            end
            DONE: begin
                nibble_counter <= '0;
                accumulator <= '0;
            end
            default: begin
                nibble_counter <= '0;
            end
        endcase
    end
    always_comb begin
        response = 1'b0;   
        case (current_state)
            RECV_DATA: begin
                if (nibble_counter == NIBBLES_PER_INPUT - 1) begin
                    response = 1'b1;
                end
            end
            SEND_RESULT: begin
                if (nibble_counter == OUTPUT_NIBBLES - 1) begin
                    response = 1'b1;
                end
            end
            default: begin
                response = 1'b0;
            end
        endcase
    end
    always_ff @(posedge clk) begin
        case (current_state)
            IDLE: begin
                ready <= 1'b1;
                data_out_valid <= 1'b0;
                result_complete <= 1'b0;
                data_out <= 4'h0;
            end
            RECV_DATA: begin
                ready <= 1'b0;
                data_out_valid <= 1'b0;
                result_complete <= 1'b0;
                data_out <= 4'h0;
            end
            SEND_RESULT: begin
                ready <= 1'b0;
                result_complete <= 1'b0;
                data_out_valid <= 1'b1;
                data_out <= accumulator[nibble_counter * 4 +: 4];
            end
            DONE: begin
                ready <= 1'b1;
                result_complete <= 1'b1;
                data_out_valid <= 1'b0;
                data_out <= 4'h0;
            end
        endcase
    end
endmodule
==> flow/run.sh <==
#!/bin/bash
# OpenROAD 26Q1-2900-gdf79404cd8, Yosys 0.63+post, stock flow scripts
make -C /OpenROAD-flow-scripts/flow DESIGN_CONFIG=/design/flow/config.mk WORK_HOME=/design/flow/orfs finish
==> flow/config.mk <==
export PLATFORM = sky130hd
export DESIGN_NAME = accumulator_sum
export DESIGN_NICKNAME = accumulator_sum
export VERILOG_FILES = /design/flow/design.v
export SDC_FILE = /design/flow/constraint.sdc
export NUM_CORES = 4
export LEC_CHECK = 1
export CORE_UTILIZATION = 30
==> flow/constraint.sdc <==
current_design accumulator_sum

set clk_period 15.5
set clk_io_pct 0.2

create_clock -name clk0 -period $clk_period [get_ports {clk}]

set non_clock_inputs [all_inputs -no_clocks]
set_input_delay [expr $clk_period * $clk_io_pct] -clock clk0 $non_clock_inputs
set_output_delay [expr $clk_period * $clk_io_pct] -clock clk0 [all_outputs]
==> impl_metrics.json <==
{
  "wl_per_cell_um": 18.7,
  "synth.distinct_cells": 67,
  "cp.arrival_ps": 7180,
  "num_antenna_cells": 0,
  "yosys_cells": 740,
  "cts-resized-gates": 0,
  "syn_to_final_growth_pct": 9.48,
  "ys_async_sr_fraction_pct": 0,
  "openroad.warnings": 29,
  "maxSlewViolCount": 0,
  "path_common_cell": "o221ai_1",
  "synthTopCellsByArea": "edfxtp_1, fa_1, ha_1, and2_1, xor2_1",
  "hold_violations": 0,
  "numSynthFlops": 51,
  "std_cell_rows": 54,
  "setup_violations": 0,
  "clkLatencyLatePin_ps": 300,
  "track_usage_pct": 18.1,
  "route.antenna.remaining_nets": 0,
  "drt_wl_total_um": 19000,
  "hold_class": "flop to flop",
  "synthCells": 740,
  "synthesis.area_um2": 6630,
  "io_buffers": 18,
  "cts.reportedPaths.clkPinSlew_ps": 70,
  "leakagePower_nw": 2.85,
  "clock_path_buffers": 2,
  "syn_area_per_cell_um2": 8.96,
  "cts_tree": "yes",
  "p_total_w": 0.00153,
  "worst-path-max-fanout": 8,
  "cts_root_buf": "clkbuf_16",
  "gp_congestion": 0.923,
  "fin_tns_setup_ps": 0,
  "slew_headroom_pct": 50.2,
  "crit_chain": "clkdlybuf4s50_1 -> clkinv_1 -> nor4_1 -> fa_1 -> ha_1 -> nand4_1 -> o221ai_1 -> a221oi_1 -> o221ai_1 -> a2111oi_0 -> nor3_1 -> xnor2_1 -> o21ai_1",
  "fp-utilization_pct": 30.5,
  "grt_pass1_vias": 5570,
  "top_cells_by_count": "and2_1, nand2_1, edfxtp_1, ha_1, fa_1",
  "timing.final.crit_share_pct": 46.1,
  "numCtsBuffers": 5,
  "cpPeakStageDelay_ps": 540,
  "drt_iter0_markers": 374,
  "cap_viol_max_count": 0,
  "max-vdd-ir-drop_mv": 0.0730,
  "chip_area_um2": 22700,
  "antenna_found_initial": 0,
  "finalCriticalPeriod_ps": 7140,
  "ioPinCount": 19,
  "place_hpwl_um": 14300,
  "worst_ep_required_time_ps": 15540,
  "ys_warn_count": 1,
  "coreArea_um2": 21800,
  "synth.largest_area_cell": "edfxtp_1",
  "edf_count": 46,
  "htreeDepth": 2,
  "crit_type": "input pin to flop",
  "synth_top_area_share_pct": 20.8,
  "cts_setup_buffers": 0,
  "fin_skew_ps": 11.9,
  "first_pass_iters": 5,
  "rsz0062_at_grt": "no",
  "cp-end-kind": "flop",
  "die_x_um": 151,
  "vias": 5600,
  "grt_pass1_wl_um": 30600,
  "cts_sinks": 51,
  "tightest_slew_ps": 747,
  "gr-total-overflow": 0,
  "grt_max_degree": 39,
  "drc": 0,
  "drive_gt1_share_pct": 5.01,
  "path_buffers": 2,
  "die_height_um": 151,
  "run_status": "completed",
  "ys_chip_area_um2": 6630,
  "ff_type": "edfxtp_1",
  "critical-path-top-delay-family": "AND-OR/OR-AND gates",
  "ys_seq_share_pct": 22.3,
  "cp_slowest_cell": "a2111oi_0",
  "most_common_cell": "and2_1",
  "startpoint_type": "input pin",
  "vias_per_cell": 5.50,
  "power_density_nw_per_um2": 211,
  "fmax_ghz": 0.140,
  "ctsHoldBuffers": 0
}
-- worst reg2reg max path, cell delays in order (launching register included) --
cell	delay [ps]
dfxtp_1	580
nand2b_1	380
nor3_1	530
and2_1	230
fa_1	430
ha_1	430
a21oi_1	300
o221ai_1	220
a221oi_1	360
o221ai_1	220
a2111oi_0	540
nor3_1	160
xnor2_1	170
o21ai_1	70
-- state kept, by name, indices dropped and copies added, names as in the netlist --
signal,cells
data_out,4
current_state,2
result_complete,1
ready,1
data_out_valid,1
accumulator,38
nibble_counter,4
-- worst paths after layout --
kind	from	end	slack (ps)	cells after the start
setup / recovery	data_in_a[0]	accumulator[35]$_DFFE_PP_	8360	13
hold / removal	nibble_counter[3]$_DFF_P_	nibble_counter[3]$_DFF_P_	680	2
setup reg to reg	nibble_counter[2]$_DFF_P_	accumulator[35]$_DFFE_PP_	10630	13
hold reg to reg	nibble_counter[3]$_DFF_P_	nibble_counter[3]$_DFF_P_	680	2
-- layout by cell type (no fill, tap or decap), types with 4 or more instances in the layout --
cell and instances:
and2_1 64, nand2_1 56, ha_1 46, edfxtp_1 46
fa_1 43, a21oi_1 41, nor2_1 38, xor2_1 34
xnor2_1 30, inv_1 29, o21ai_0 26, o22ai_1 22
nor3_1 20, nand3_1 20, nand4_1 20, clkdlybuf4s50_1 18
a21o_1 14, nor2b_1 11, and3_1 10, a31oi_1 10
nor4_1 9, nand2b_1 8, o21ai_1 8, mux4_2 8
mux2i_1 7, clkbuf_16 6, conb_1 6, buf_4 6
o21bai_1 5, o311ai_1 5, o32ai_1 5, dfxtp_1 5
and4_1 4
-- metrics by stage --
stage          area, µm²  hold WS, ps  setup slack (ps)  instances  util (%)
5_1_grt             7260          722              7990       1018      33.4
3_5_place_dp        7090          659              8100       1010      32.6
3_3_place_gp        7090          669              8010       1010      32.6
4_1_cts             7260          671              8380       1018      33.4
6_report            7260          677              8360       1018      33.4
2_1_floorplan       6650          610              9300        745         -
-- per-layer routing --
layer	vias up	part of all wire (%)	global-route usage (%)
li1	2678	-	-
met1	2668	46	26.5
met2	215	44	28.0
met3	39	6.8	4.11
met4	0	2.6	3.75
met5	-	0	0
-- cell type report --
| class | count | area (µm²) |
|---|---|---|
| fill | 2220 | 14500 |
| multi-input combinational | 623 | 4910 |
| clock inverter | 1 | 5.00 |
| inverter | 32 | 120 |
| timing repair buffer | 24 | 225 |
| tap | 280 | 350 |
| clock buffer | 7 | 164 |
| sequential | 51 | 1480 |
-- where the power goes --
group / leakage, nW / internal, W / switching [W]
combinational: 2.27 / 0.000408 / 0.000597
sequential: 0.492 / 0.000278 / 0.000119
clock: 0.0850 / 0.0000741 / 0.0000546
total: 2.85 / 0.000761 / 0.000770
-- logic make-up (layout without fill, tap and decap cells) --
| family | count (synthesis) | after routing | share of synthesized area (%) |
|---|---|---|---|
| compound gates | 171 | 171 | 16.7 |
| xor+xnor | 64 | 64 | 8.46 |
| fa+ha+maj | 89 | 89 | 21.7 |
| buf+inv | 71 | 64 | 4.06 |
| flops | 51 | 51 | 22.3 |
| mux | 17 | 17 | 4.11 |
| other cells | 1 | 6 | 0.0566 |
| simple gates | 276 | 276 | 22.6 |
Power is estimated from default activity; no workload was simulated.
